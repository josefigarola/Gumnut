<file path="design/flow/design.v">
module NewPC(
	input logic [3:0]PCoper_i,  
	input logic carry_i,
	input logic zero_i,
	input logic [11:0]ISRaddr_i,  
	input logic [11:0]stackaddr_i,  
	input logic [7:0]offset_i,  
	input logic [11:0]addr_i,  
	input logic [11:0]PC_i,  
	output logic [11:0]Npc_o
	);
	always_comb begin
		case(PCoper_i)
			4'b0000:	Npc_o = PC_i + 1;
			4'b0100: Npc_o = (zero_i) ? (PC_i + offset_i) : (PC_i + 1);
			4'b0101: Npc_o = (!zero_i) ? (PC_i + offset_i) : (PC_i + 1);
			4'b0110:	Npc_o = (carry_i) ? (PC_i + offset_i) : (PC_i + 1);
			4'b0111: Npc_o = (!carry_i) ? (PC_i + offset_i) : (PC_i + 1);
			4'b1000:	Npc_o = addr_i;
			4'b1100:	Npc_o = ISRaddr_i;
			4'b1010:	Npc_o = stackaddr_i;
			default:	Npc_o = 12'hxx;
		endcase
	end
endmodule 
</file>
<file path="design/flow/run.sh">
#!/bin/bash
# OpenROAD 26Q1-2900-gdf79404cd8, Yosys 0.63+post, stock flow scripts
make -C /OpenROAD-flow-scripts/flow DESIGN_CONFIG=/design/flow/config.mk WORK_HOME=/design/flow/orfs finish
</file>
<file path="design/flow/config.mk">
export PLATFORM = sky130hd
export DESIGN_NAME = NewPC
export DESIGN_NICKNAME = NewPC
export VERILOG_FILES = /design/flow/design.v
export SDC_FILE = /design/flow/constraint.sdc
export NUM_CORES = 4
export LEC_CHECK = 1
export CORE_AREA = 10 10 87 87
export DIE_AREA = 0 0 97 97
</file>
<file path="design/flow/constraint.sdc">
current_design NewPC

set clk_period 6.2
set clk_io_pct 0.2

create_clock -name clk0 -period $clk_period

set non_clock_inputs [all_inputs -no_clocks]
set_input_delay [expr $clk_period * $clk_io_pct] -clock clk0 $non_clock_inputs
set_output_delay [expr $clk_period * $clk_io_pct] -clock clk0 [all_outputs]
</file>
==> results_slide.txt <==
Run Summary

Synthesis
  – Area leader, netlist: ha_1
  – Mapped Cells: 155
  – Post-synth seq share: 0%
  – Yosys top cell by instances: nand2_1
  – Aoi share: 46.3%
  – Yosys adder share: 11.8%
  – Simple Share, Synth: 25.4%
  – Top area contributor share: 10.0%
  – Mean Syn Cell Area: 7.24 um^2
  – Cell area leaders: ha_1 10%, a222oi_1 9.8%, xnor2_1 7.8%
  – Mapped cell area: 1120 um^2
  – Yosys xor share: 12.5%
  – Chip Area, Yosys: approximately 1100 um^2
  – # Cells Yosys: roughly 160
  – Post-synth cell types: 43
  – Synth cell count leaders: 14 x nand2_1, 11 x a21oi_1, 11 x a222oi_1, 10 x nor2_1, 10 x xnor2_1
  – Comb area leader: AND-OR/OR-AND gates
  – Synth mux share: 0.892%
  – Ys Warns: 1

Drt
  – DR vias: 1,540
  – 1st-iter DRT viols: 97
  – DR vias/cell: 5.17
  – Number of remaining DRC errors: 0
  – DRT Wirelength: 5010 um
  – Antenna cells: 0
  – WL/cell: 16.8 um
  – Number of nets with antenna violations after routing: 0
  – 1st-pass router iterations: 4

Place
  – Post-Place Cells: 298
  – Quantity of I/O buffers inserted on ports: 74
  – Detailed placement HPWL: 4300 um
  – RD Place Congestion: 0.904
  – Place WS: 0.728 ns

Critical path
  – Required time worst endpoint: 4.96 ns
  – CP Cell Sequence: clkdlybuf4s50_1 > ha_1 > fa_1 > a211oi_2 > nor2_1 > o31a_1 > or4b_1 > a21oi_1 > a211o_1 > clkdlybuf4s50_1
  – Critical path buffer and inverter count: 2
  – Critical path arrival: 4.21 ns
  – CP max stage cell: clkdlybuf4s50_1
  – Setup crit start: PC_i[0]
  – Critical Path Stages: 10
  – Crit path max fanout: 5
  – Critical Setup Path Class: in -> out
  – Most used cell, CP: clkdlybuf4s50_1
  – Worst Setup EP: Npc_o[10]
  – CP top delay family: buffers and inverters
  – Startpoint Class: input pin
  – CP max stage delay: between 0.4 and 0.5 ns
  – Crit. End Element: output port

Clock tree
  – Post CTS Setup Buffer Count: 0
  – Hold_buf cts: 0
  – Post-CTS Resized: 0

Global routing
  – Largest net degree at the start of global routing: 13
  – Total grt overflow: 0
  – Initial antenna violation count: 0
  – Vias in the first global route: 1,505
  – Total GRT Usage: about a tenth
  – First-pass GRT wire length: 8000 um

Final timing
  – RSZ-0062 raised after global routing: no
  – Final Setup Violations: 0
  – Final Max Tran Viols: 0
  – TNS Setup: 0 ns
  – Endpoints failing hold: 0
  – Worst Tran Pin Value: 0.592 ns
  – Worst relative slew slack: 60.5%
  – Shortest period the worst path allows: roughly 5.5 ns
  – PnR worst setup slack: roughly 0.75 ns
  – Final period util: 87.9%
  – Max Freq: 183 MHz

Die
  – Chip Width: 97 um
  – Initial Util: 19.9%
  – Num ports: 74
  – Num rows: 27
  – DIE AREA: between 9000 and 10,000 um^2
  – Die height: 97 um
  – CORE AREA: around 5600 um^2

Outcome
  – Outcome: finished, final reports clean

Cells and area
  – Non-filler cells, final: just under 300
  – Clock buffer count: 0
  – Fin util: 34.5%
  – Layout cell share with drive strength beyond 1: 4.87%
  – Syn-to-layout area delta: 73.6%
  – Register area: 0 um^2
  – Flops: 0

Power and ir drop
  – Max VDD drop: 0.0000261 V
  – Flop pwr share: 0%
  – Clk pwr share: 0%
  – Pwr Total: 151 uW
  – Net Switching: 62.1 uW
  – Internal: around 89 uW
  – Comb pwr share: ~100%
  – Pwr/cell area: 77.5 nW/um^2
  – Pleak: 0.000715 uW
  – Sw Ratio: about two fifths

Flow run
  – Number of warnings in the stage logs: 32
  – # Max-Cap Violations: 0

Worst hold path
  – Min-Delay Path Class: in -> out
-- metrics by stage --
stage | hold WS, ns | instance area [um^2]
final | 3.56 | 1950
after global routing | 3.59 | 1950
after CTS | 3.56 | 1950
after detailed placement | 3.56 | 1950
after global placement | 3.55 | 1950
after floorplan | 2.53 | 1120
-- final cells by class --
class / count / area (um^2)
fillers: 601 / 3690
inverters: 2 / 7.51
multi-input cells: 147 / 1090
well taps: 72 / 90.1
repair buffers: 77 / 763
-- kinds of logic after synthesis --
| logic type | Yosys count |
|---|---|
| fa+ha+maj | 10 |
| buf+inv | 8 |
| simple gates | 54 |
| xor+xnor | 16 |
| compound gates | 66 |
| mux | 1 |
-- worst min-delay path: cells and delay by family --
kind | cells | cell delay (ns)
buf+inv | 2 | 0.92
simple gates | 1 | 0.08
compound gates | 1 | 0.07
-- how the worst min path moves through the flow --
stage     startpoint        to  cells after the start
4_1_cts      PC_i[0]  Npc_o[0]                      3
5_1_grt      PC_i[0]  Npc_o[0]                      3
6_report   addr_i[1]  Npc_o[1]                      4
-- layout by cell type, fill, tap and decap left out, drive strengths merged, types with 4 or more instances in the layout --
cell type,instances
o21ai,11
a21oi,11
nand3,4
a222oi,11
nand2b,4
ha,9
nor3,4
clkdlybuf4s50,74
nand2,15
xnor2,10
a211oi,6
nor2,10
o211ai,7
xor2,6
and3,5
-- layer usage --
layer	GRT usage (%)	up-vias	share of wire, %
met3	1.79	2	6.8
met1	14.5	705	50
met2	15.4	54	43
li1	-	779	-
met5	0	-	0
met4	0.451	0	0.44
-- power by group through the flow --
| stage | Sequential [uW] | Clock, uW | Combinational, uW |
|---|---|---|---|
| after CTS | 0 | 0 | 153 |
| after global routing | 0 | 0 | 166 |
| final | 0 | 0 | 151 |
Power is estimated from default activity; no workload was simulated.
