`/design/flow/run.sh`:
```
#!/bin/bash
# OpenROAD 26Q1-2900-gdf79404cd8, Yosys 0.63+post, stock flow scripts
make -C /OpenROAD-flow-scripts/flow DESIGN_CONFIG=/design/flow/config.mk WORK_HOME=/design/flow/orfs finish
```
`/design/flow/config.mk`:
```
export PLATFORM = sky130hd
export DESIGN_NAME = Control_Unit
export DESIGN_NICKNAME = Control_Unit
export VERILOG_FILES = /design/flow/design.v
export SDC_FILE = /design/flow/constraint.sdc
export NUM_CORES = 4
export LEC_CHECK = 1
export CORE_AREA = 10 10 78 78
export DIE_AREA = 0 0 88 88
```
`/design/flow/constraint.sdc`:
```
current_design Control_Unit

set clk_period 1.8
set clk_io_pct 0.2

create_clock -name clk0 -period $clk_period

set non_clock_inputs [all_inputs -no_clocks]
set_input_delay [expr $clk_period * $clk_io_pct] -clock clk0 $non_clock_inputs
set_output_delay [expr $clk_period * $clk_io_pct] -clock clk0 [all_outputs]
```
`/design/flow/design.v`:
```
module Control_Unit(
	input logic clk,
	input logic cen,
	input logic rst,
	input logic ack_i,  
	input logic [6:0]op_i,
	input logic [2:0]func_i,
	input logic data_ack_i,
	input logic int_req,
	output logic op2_o,
	output logic [3:0]ALUOp_o,
	output logic ALUFR_o,  
	output logic ALUEn_o,  
	output logic RegWtr_o,
	output logic [1:0]RegMux_o,
	output logic PCEn_o,
	output logic [3:0]PCoper_o,
	output logic ret_o,  
	output logic jsb_o,  
	output logic StmMux_o,
	output logic reti_o,
	output logic int_o,
	output logic stb_o,
	output logic cyc_o,
	output logic port_we_o,
	output logic data_we_o,
	output logic data_stb_o,
	output logic data_cyc_o,
	output logic int_ack
	);
	parameter FETCH = 3'b000;
	parameter DECODE = 3'b001;
	parameter INT = 3'b010;
	parameter EXECUTE = 3'b011;
	parameter MEM = 3'b100;
	parameter WRITEBACK = 3'b101;
	parameter memory = 2'b10;
	parameter shift = 3'b110;
	parameter arithmetic = 4'b1110;
	parameter jump = 5'b11110;
	parameter branch = 6'b111110;
	parameter misc = 7'b1111110;
	parameter wt = 3'b100;  
	parameter stby = 3'b100;
	parameter ldm = 2'b00;
	parameter stm = 2'b01;
	parameter inp = 2'b10;
	parameter out = 2'b11;
	logic [2:0]STATE;
	logic [2:0]NXT_STATE;
	logic clkg;
	always_comb clkg = clk & cen;
	always_ff @(posedge clkg) begin
		if(rst) STATE <= FETCH;
		else STATE <= NXT_STATE;
	end
	always_comb begin
		case(STATE)
			FETCH: NXT_STATE = ack_i ? DECODE : FETCH;
			DECODE: if(int_req & ((op_i[6:1]==branch) | (op_i[6:2]==jump) | (op_i==misc))) NXT_STATE = INT;
					  else if(!int_req & ((op_i[6:1]==branch) | (op_i[6:2]==jump) | ((op_i==misc) & (func_i==wt) | (func_i==stby)))) NXT_STATE = FETCH;
					  else if((op_i==misc) & (func_i==wt) | (func_i==stby)) NXT_STATE = DECODE;
					  else NXT_STATE = EXECUTE;
			INT: NXT_STATE = FETCH;
			EXECUTE: if((op_i[6:5]==memory) & (func_i==stm) & data_ack_i & int_req) NXT_STATE = INT;
						else if((op_i[6:5]==memory) & (func_i==stm) & data_ack_i & !int_req) NXT_STATE = FETCH;
						else if((op_i[6:5]==memory) & (func_i==ldm) | (func_i==stm) & !data_ack_i) NXT_STATE = MEM;
						else NXT_STATE = WRITEBACK;
			MEM: if((func_i==stm) & data_ack_i & int_req) NXT_STATE = INT;
				  else if((func_i==stm) & data_ack_i & !int_req) NXT_STATE = FETCH;
				  else if(func_i==ldm & data_ack_i) NXT_STATE = WRITEBACK;
				  else NXT_STATE = MEM;
			WRITEBACK: NXT_STATE = int_req ? INT : FETCH;
			default: NXT_STATE = FETCH;
		endcase
	end
	always_comb begin
		  op2_o = STATE == EXECUTE ? 1 : 0;
		  if(op_i[6:4]!=shift & op_i[6:5]!=memory & op_i[6:1]!=branch & op_i[6:2]!=jump)
			if(func_i == 3'b000 | func_i == 3'b001) ALUOp_o = 4'b0001; 
			else if(func_i == 3'b010 | func_i == 3'b011) ALUOp_o = 4'b0011; 
			else if(func_i == 3'b100) ALUOp_o = 4'b0010; 
			else if(func_i == 3'b101) ALUOp_o = 4'b0011; 
			else if(func_i == 3'b110) ALUOp_o = 4'b0100; 
			else if(func_i == 3'b111) ALUOp_o = 4'b0101; 
			else ALUOp_o = 4'bxxxx;
		  else ALUOp_o = 0;
		  ALUFR_o = STATE == INT ? 1 : 0;
		  ALUEn_o = STATE == EXECUTE ? 1 : 0;
		  RegWtr_o = STATE == EXECUTE ? 1 : 0;
		  if(op_i[6:5]==memory & (func_i == 3'b00 | func_i == 3'b01)) RegMux_o = 2'b01;
		  else if(op_i[6:5]==memory & (func_i == 3'b10 | func_i == 3'b11)) RegMux_o = 2'b10;
		  else RegMux_o = 2'b00;
		  PCEn_o = STATE==WRITEBACK ? 1 : 0;
		  if(STATE == MEM)
				PCoper_o = 4'b0000;
		  else
			if(op_i[6:1]==branch & func_i == 3'b00) PCoper_o = 4'b0100;
			else if(op_i[6:1]==branch & func_i == 3'b01) PCoper_o = 4'b0101;
			else if(op_i[6:1]==branch & func_i == 3'b10) PCoper_o = 4'b0110;
			else if(op_i[6:1]==branch & func_i == 3'b11) PCoper_o = 4'b0111;
			else if(op_i[6:2]==jump) PCoper_o = 4'b1000;
			else PCoper_o = 4'b0000;
		  ret_o = (STATE==FETCH | STATE==INT) ? 1 : 0;  
		  jsb_o = (STATE==FETCH | STATE==INT) ? 1 : 0;  
		  StmMux_o = STATE==FETCH ? 1 : 0;
		  reti_o = STATE == INT ? 1 : 0;
		  int_o = STATE==FETCH ? 1 : 0;
		  stb_o = (STATE==FETCH | STATE==INT) ? 1 : 0;
		  cyc_o = (STATE==FETCH | STATE==INT) ? 1 : 0;
		  port_we_o = STATE == EXECUTE ? 1 : 0;
		  data_we_o = (STATE == FETCH | STATE==MEM) ? 1 : 0;
		  data_stb_o = (STATE == FETCH | STATE==MEM) ? 1 : 0;
		  data_cyc_o = (STATE == FETCH | STATE==MEM) ? 1 : 0;
		  int_ack = STATE== EXECUTE ? 1 : 0;
		end
endmodule 
```
==> impl_metrics.yaml <==
# generated from flow reports
outcome:
  run_status: "completed"
timing:
  untimed_endpoints: 23
  achievable-frequency_mhz: 561
  unclocked_pins: 6
  setup_viol: 0
  hold_viol_final: 0
  finalClockPeriodUsage_pct: 99.0
  slew_viol_final: 0
  post-route-min-period_ns: 1.78
worst_setup_path:
  critPathRequiredTime_ns: 1.44
  critPathCaptureType: "output port"
  critPathArrivalTime_ns: 1.42
  critical_path_class: "input port to output port"
  maximum_fanout_count_along_the_critical_path: 2
  worst_setup_path_start_kind: "input port"
detailed_routing:
  wirelength_mm: 2.32
  count_of_antenna_diodes_in_the_layout: 0
  post_drt_wl_per_cell_um: 12.7
  vias: 728
  drtPass1Iterations: 4
  detail_route.iter0.violations: 25
  drtAntennaViolNets: 0
  post-route-drc-count: 0
  viasPerCell: 3.98
cells_and_area:
  fin_area_mm2: 0.00123
  fillers: 476
  synthToLayoutAreaGrowth_pct: 88.5
  layout.cells.most_common: "clkdlybuf4s50_1"
  post-route-util_pct: 27.8
  layout.cells.most_common_list: "24 x clkdlybuf4s50_1, 19 x buf_4, 9 x dlygate4sd2_1, 6 x dfxtp_1, 5 x inv_1"
  final_cell_count_no_fill: 183
  regMostFlops: "STATE"
  final_layout_size_suffix_gt1_share_pct: 35.9
  number_of_flip_flops_in_the_largest_register: 6
  largest_registers: "STATE: 6 flops"
yosys:
  synth.area.top_cells: "dfxtp_1 18%, buf_4 14%, and2_1 5.8%, ha_1 5.8%, nand2b_1 3.8%"
  synth_top_flop_cell: "dfxtp_1"
  yosys-stat-area_um2: 651
  postSynthRegisterBits: 6
  synthesis.area_um2: 651
  synth_sequential_area_ratio_pct: 18.5
  async_flop_share_pct: 0
  synthesis.instances: 79
  ys_cells: 79
  yosys_warnings: 1
  ys_types: 38
  synthDominantCellAreaShare_pct: 18.5
  synthesis.area_per_instance_um2: 8.24
  synthDominantAreaCellType: "dfxtp_1"
  synth-edff-count: 0
flow_run:
  maxCapViolCount: 0
  tool_warnings: 34
die:
  die-width_um: 88
  number_of_rows_in_the_core_area: 24
  chip_footprint_mm2: 0.00774
  core_util_floorplan_pct: 14.7
  placeable_area_mm2: 0.00441
  die_height_um: 88
  floorplan.io_pins: 43
grt:
  globalRouteTotalUtil_pct: 5.56
  global_route_wire_length_before_repair_mm: 3.61
  antenna_found_initial: 0
  global_route.overflow_total: 0
  grt_max_degree: 8
  number_of_global_route_vias_before_repair: 754
clock_network:
  post_cts_hold_buffer_count: 0
place:
  placed_area_mm2: 0.00117
  gp_routability_congestion: 0.809
  place.detailed.hpwl_mm: 1.99
  post-place-cells: 177
  place.port_buffers: 42
worst_hold_path:
  worstHoldPathType: "input port to output port"
pwr:
  total_leakage_power_nw: 0.540
  power-per-cell-area_mw_per_mm2: 133
  irDropWorstVdd_uv: 46.3
==> metal layers <==
layer	track usage [%]	routed length (um)	up-vias	part of all wire, %
li1	-	-	374	-
met1	7.25	1010	327	44
met2	9.72	1060	27	46
met3	1.22	242	0	10
met4	0	0	0	0
met5	0	0	-	0
==> report_power, final <==
| group | switching, mW | leakage, nW | internal, mW |
|---|---|---|---|
| registers | 0.00218 | 0.0490 | 0.00845 |
| clock network | 0 | 0 | 0 |
| logic | 0.0557 | 0.491 | 0.0963 |
| total | 0.0579 | 0.540 | 0.105 |
==> worst paths after layout <==
| path | startpoint | end | slack [ns] | depth (start not counted) |
|---|---|---|---|---|
| setup / recovery | op_i[4] | PCoper_o[0] | 0.02 | 7 |
| hold / removal | func_i[1] | PCoper_o[1] | 1.29 | 4 |
==> kinds of logic (layout without fill, tap and decap cells) <==
| family | Yosys count | after routing | synth area share [%] |
|---|---|---|---|
| other | 1 | 1 | 0.576 |
| buffers and inverters | 17 | 69 | 16.7 |
| AND/OR/NAND/NOR | 33 | 33 | 36.0 |
| adder cells (fa/ha/maj) | 3 | 3 | 5.77 |
| flip-flops | 6 | 6 | 18.5 |
| AND-OR/OR-AND | 19 | 19 | 22.5 |
==> what timing repair did <==
| action | CTS | global route |
|---|---|---|
| pin swaps | 5 | 3 |
| gates cloned | 0 | 0 |
| endpoints found under the setup margin | 9 | 2 |
| gates resized | 52 | 3 |
| buffers inserted | 5 | 2 |
==> area by class of cell <==
cell class                 count  area [um^2]  share of cell area [%]
inverter                       5         18.8                    1.53
sequential                     6          120                    9.80
multi-input combinational     56          457                    37.2
timing repair buffer          64          566                    46.1
tap                           52         65.1                    5.31
==> critical path, cell delays in order <==
cell and delay [ns]:
clkdlybuf4s15_2 0.18, nand4_1 0.12, buf_4 0.17, nor4_4 0.22
buf_4 0.16, and2_4 0.12, buf_2 0.09
==> cell usage after synthesis, types with 2 or more instances <==
library cell / instances
and2_1: 6
nand3b_1: 2
nand2b_1: 4
o21ai_1: 2
buf_4: 12
a21o_1: 2
dfxtp_1: 6
inv_1: 5
ha_1: 3
nand2_1: 3
or2_2: 2
a21oi_1: 3
nor2_1: 4
==> stage by stage <==
step	total power, mW	TNS (ns)	hold WS (ns)	setup slack (ns)
2_1_floorplan	0.0523	0	0.737	0.598
3_3_place_gp	0.156	-4.37	1.80	-0.526
3_5_place_dp	0.158	-4.27	1.80	-0.544
4_1_cts	0.163	0	1.24	0.0148
5_1_grt	0.179	-0.0411	1.32	-0.0288
6_report	0.163	0	1.29	0.0172
Power figures rest on the tool's default switching activity, not on a simulated workload.
